===== design/flow/design.v =====
module datamem
  #(
    parameter N = 32
  )
  (
  input wire [N-1:0] add,
  input wire [31:0] wd,
  input wire clk , we,
  output wire [31:0]rd
);
  reg [31:0] damem [1024:0];
  assign rd = damem[add];
  always @ (posedge clk)
    begin
      if(we == 1)
        begin
          damem[add] <= wd;   
        end
    end
endmodule

===== design/flow/constraint.sdc =====
current_design datamem

set clk_period 196.4
set clk_io_pct 0.2

create_clock -name clk0 -period $clk_period [get_ports {clk}]

set non_clock_inputs [all_inputs -no_clocks]
set_input_delay [expr $clk_period * $clk_io_pct] -clock clk0 $non_clock_inputs
set_output_delay [expr $clk_period * $clk_io_pct] -clock clk0 [all_outputs]

===== design/flow/config.mk =====
export PLATFORM = sky130hd
export DESIGN_NAME = datamem
export DESIGN_NICKNAME = datamem
export VERILOG_FILES = /design/flow/design.v
export SDC_FILE = /design/flow/constraint.sdc
export NUM_CORES = 4
export LEC_CHECK = 1
export CORE_UTILIZATION = 50
export SYNTH_MEMORY_MAX_BITS = 65536

===== design/flow/run.sh =====
#!/bin/bash
# OpenROAD 26Q1-2900-gdf79404cd8, Yosys 0.63+post, stock flow scripts
make -C /OpenROAD-flow-scripts/flow DESIGN_CONFIG=/design/flow/config.mk WORK_HOME=/design/flow/orfs finish

==> flow_summary.yaml <==
# flow metrics
pwr:
  peakVddDrop_v: 0.0000126
  p_total_uw: 14300
  cellPowerDensity_nw_per_um2: 10.2
  leakagePower_uw: 0.452
final_timing:
  layout_min_cycle_time_ns: 89.76
  max_slew.worst_pin.slew_ns: 1.46
  hold_violations: 0
  fmax_mhz: 11.1
  fin_setup_tns_ns: 0
  holdWs_ns: 37.97
  rsz0062_at_grt: "false"
  setup_violations: 0
  slew_violations: 0
  finalCritPeriodShare_pct: 45.7
  slew_headroom_pct: 2.55
finish:
  syn2layout_area_growth_pct: 13.5
  fin_area_sq_um: 1400000
  flop_area_sq_um: 985000
  nFillCells: 177000
  logic_area_sq_um: 245000
  drive_gt1_share_pct: 21.0
  regMostFlops: "damem"
  top_regs: "damem: 32800 flops"
  largest_register_ffs: 32800
outcome:
  status: "completed"
routing:
  first_iter_violations: 44700
  wl_mm: 3830
  vias: 618000
  ant_nets: 0
  viasPerCell: 6.30
  wl_per_cell_um: 39.0
  drc: 0
  dr.pass1.iters: 9
place:
  dp_hpwl_mm: 2260
  place_congestion: 0.949
  io_buffers: 76
  post_dp_cell_area_sq_um: 1300000
cts:
  h-tree-depth: 8
  clk_pin_slew_worst_paths_ns: 0.06
  hold_buffers: 0
  postCtsResizedCells: 0
  cts_tree: "yes"
  cts_root_buf: "clkbuf_16"
  clockBufferDepth: 6
  cts_buffers: 3242
  cts_sinks: 32800
  cts_setup_buffers: 0
logic_synthesis:
  edf_count: 32800
  synth_cell_types: 39
  ys_async_sr_fraction_pct: 0
  post_synth.cell_area_avg_sq_um: 21.2
  ys_area_sq_um: 1240000
  yosys_warnings: 1
  synthFlopType: "edfxtp_1"
  synth.yosys.seq_area_share_pct: 79.7
  synth_flops: 32800
  yosys-stat-cells: 58400
  syn_inst: 58400
  syn-cell-area_sq_um: 1240000
job:
  drv_cap: 0
  warnings: 93
floorplanning:
  num_rows: 577
  chipArea_sq_um: 2480000
  die_w_mm: 1.57
  io_pins: 98
  core_area_sq_um: 2470000
  die.size.y_mm: 1.57
  initial_core_util_pct: 50.1
global_routing:
  antenna_found_initial: 254
  grt_overflow: 0
  grt_start_max_net_pins: 129
  grt_pass1_vias: 657000
  grtUsageTotal_pct: 34.8
  grt_pass1_wl_mm: 5230
setup_path:
  cp-end-kind: "output port"
  start_kind: "primary input"
  path_max_fanout: 86
  cp_data_arrival_time_ns: 50.48
  critPathRequiredTime_ns: 157.12
  critical_path_class: "in -> out"
worst_hold_path:
  hold_path.class: "in -> reg"
  hold_path_depth: 1
-- synthesized netlist by cell type (all sizes together) (7+ instances only) --
| cell type | n | area [sq um] |
|---|---|---|
| a21oi | 323 | 1620 |
| a221oi | 240 | 2100 |
| a222oi | 26 | 260 |
| a22o | 240 | 2100 |
| a22oi | 1773 | 13300 |
| a31oi | 367 | 2300 |
| buf | 1632 | 7860 |
| clkbuf | 1870 | 7020 |
| edfxtp | 32800 | 985000 |
| mux2i | 7674 | 76800 |
| mux4 | 4355 | 98100 |
| nand2 | 613 | 2300 |
| nand3 | 157 | 786 |
| nand4 | 390 | 2440 |
| nor2 | 1034 | 3880 |
| nor3 | 256 | 1280 |
| nor3b | 7 | 62.6 |
| nor4 | 777 | 4860 |
| o22ai | 3837 | 24000 |
-- stage by stage --
step                      instances  worst slack [ns]  util, %
after floorplan               58400            115.50        -
after detailed placement      91500            106.76     52.8
after CTS                     97400            106.74     56.8
after global placement        91500            106.78     52.8
after global routing          97900            106.08     56.9
final                         98100            106.64     56.9
-- layer usage --
layer / wire length (um) / vias up / GRT usage, %
li1: - / 255000 / -
met4: 215000 / 278 / 14.4
met2: 1660000 / 46400 / 45.1
met1: 1070000 / 309000 / 40.1
met3: 861000 / 6804 / 33.1
met5: 15400 / - / 5.36
-- critical path, cell delays in order --
cell	delay [ns]
buf_16	0.36
buf_4	0.58
buf_4	0.63
buf_4	0.64
buf_4	0.68
buf_4	0.65
buf_4	0.58
buf_12	0.50
buf_4	0.60
buf_4	0.62
buf_4	0.73
mux2i_1	0.26
o22ai_1	0.11
nor4_1	1.01
buf_4	0.24
nand2_1	0.28
a22oi_1	0.43
nand4_1	0.14
buf_4	0.25
a222oi_1	0.32
buf_4	0.24
nand2_1	0.06
buf_4	0.25
clkdlybuf4s50_1	0.45
-- layout make-up --
type,instances,area share (%)
tap,32700,2.92
sequential,32800,70.2
antenna,655,0.117
clock inverter,1792,1.04
timing repair buffer,3906,2.20
clock buffer,4119,6.07
multi-input combinational,22100,17.5
-- logic make-up after synthesis --
family	synth area share (%)
AND/OR/NAND/NOR	1.29
flip-flops	79.7
AND-OR/OR-AND	3.70
buffers and inverters	1.20
multiplexers	14.1
-- where the power goes --
part	switching, uW	internal [uW]
clock	2620	3270
sequential	0.497	7700
combinational	492	198
total	3110	11200
-- cells in the final DEF, fill, tap and decap left out, types with 317 or more instances in the layout --
cell type and instances:
clkinv_2 492, mux2i_1 7674, diode_2 655, buf_4 3731, edfxtp_1 32800, nor4_1 752
clkinv_1 897, mux4_2 4355, clkbuf_1 841, o22ai_1 3837, a31oi_1 346, nand2_1 549
a22oi_1 1772, a21oi_1 317, nand4_1 390, nor2_4 1027, clkbuf_16 3278
-- path summary, 6_finish.rpt --
kind                  startpoint                      end
worst min-delay path       wd[5]  damem[578][5]$_DFFE_PP_
worst max-delay path      add[1]                   rd[20]
Power and IR drop assume default switching activity.
