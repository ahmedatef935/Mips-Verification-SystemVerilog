## ./design.v

```verilog
module registerfile(
  input wire[4:0] a1,a2,a3,
  input wire[31:0] wd3,
  input clk , we3,
  output reg[31:0] d1,d2
); 
  reg [31:0] rf[31:0] ;
  always @(posedge clk)
    begin
      if(we3)
        begin
          rf[a3] <= wd3;
        end
    end
  assign d1 =  a1? rf[a1] : 0 ;
  assign d2 =  a2? rf[a2] : 0 ;
endmodule
```

## ./run.sh

```bash
#!/bin/bash
# OpenROAD 26Q1-2900-gdf79404cd8, Yosys 0.63+post, stock flow scripts
make -C /OpenROAD-flow-scripts/flow DESIGN_CONFIG=/design/flow/config.mk WORK_HOME=/design/flow/orfs finish
```

## ./config.mk

```make
export PLATFORM = sky130hd
export DESIGN_NAME = registerfile
export DESIGN_NICKNAME = registerfile
export VERILOG_FILES = /design/flow/design.v
export SDC_FILE = /design/flow/constraint.sdc
export NUM_CORES = 4
export LEC_CHECK = 1
export CORE_UTILIZATION = 30
```

## ./constraint.sdc

```tcl
current_design registerfile

set clk_period 9.9
set clk_io_pct 0.2

create_clock -name clk0 -period $clk_period [get_ports {clk}]

set non_clock_inputs [all_inputs -no_clocks]
set_input_delay [expr $clk_period * $clk_io_pct] -clock clk0 $non_clock_inputs
set_output_delay [expr $clk_period * $clk_io_pct] -clock clk0 [all_outputs]
```

==> impl_metrics.json <==
{
  "regArea_mm2": 0.0307,
  "first_pass_grt_wire_length_mm": 208,
  "critical_path_required_ns": 7.92,
  "final_layout_size_suffix_gt1_share_pct": 29.3,
  "post-cts-setup-buffers": 0,
  "cts.sinks": 1024,
  "synthDistinctLibCells": 40,
  "cpLargestDelayFamily": "buffers and inverters",
  "top_level_ports": 113,
  "critical_path.slowest_cell": "nor3_1",
  "synthesis.instances": 2400,
  "highest_ir_drop_seen_on_vdd_mv": 0.152,
  "num-fill-cells": 14089,
  "crit_path_start": "a2[1]",
  "grt_overflow": 0,
  "delay_of_the_slowest_cell_on_the_worst_path_ns": 1.13,
  "design.die.area_mm2": 0.158,
  "clock_tree.htree_level_count": 3,
  "ys_seq_elements": 1024,
  "timing.critical_path.arrival_ns": 6.37,
  "grt_start_max_net_pins": 87,
  "flow.area_growth_from_synthesis_pct": 15.6,
  "min_from": "wd3[2]",
  "layout_top_cells_excl_fill_tap": "1024 x edfxtp_1, 425 x mux4_2, 183 x mux2i_1",
  "dominantRegCellSynth": "edfxtp_1",
  "routed_wl_mm": 146,
  "max_freq_mhz": 120,
  "grt_pass1_vias": 29461,
  "critical-path-top-cell-by-count": "buf_4",
  "worstPathCellList": "buf_4 -> buf_4 -> or3_2 -> buf_4 -> nor3_4 -> buf_4 -> nor3_1 -> buf_4 -> clkdlybuf4s50_1",
  "layout.cell_area.non_filler_mm2": 0.0543,
  "transition_time_of_the_tightest_slew_check_pin_ns": 1.33,
  "combPwrFrac_pct": 9.4,
  "status": "complete, no violations",
  "crit_buf_inv": 6,
  "route.detailed.drc": 0,
  "chipWidth_um": 398,
  "clock_input_transition_at_the_sequential_cells_of_the_worst_setup_and_hold_paths_ns": 0.06,
  "timing_max_transition_violations_final": 0,
  "detail_route.iter0.violations": 1713,
  "min_period_ns": 8.35,
  "ys.warnings.count": 3,
  "finalClockPeriodUsage_pct": 84.3,
  "placeable_area_mm2": 0.155,
  "final_antenna_net_count": 0,
  "max_flop_register": "rf",
  "design_internal_power_uw": 7230,
  "antenna_found_initial": 11,
  "crit_path_end_kind": "primary output",
  "biggest_registers_after_layout": "rf: 1024 flops",
  "final-comb-area_mm2": 0.0155,
  "switchingPower_uw": 2130,
  "synth-seq-area-share_pct": 65.5,
  "floorplan.die.height_um": 398,
  "worst_setup_path_start_kind": "input port",
  "tritoncts_clock_tree": "built",
  "worst-path-stages": 9,
  "netSwitchingFraction_pct": 22.8,
  "dpl-instance-area_mm2": 0.0512,
  "postCtsResizedCells": 0,
  "post-dp-hpwl_mm": 87.8,
  "routability_congestion_estimate": 0.896,
  "power.share.clock_pct": 38.8,
  "hold_path_cells": 2,
  "pre_antenna_drt_iters": 5,
  "ctsRootBufferMaster": "clkbuf_16",
  "p_per_area_mw_per_mm2": 173,
  "place.port_buffers": 112,
  "synth.avg_cell_area_um2": 19.6,
  "ys_cells": 2400,
  "post_syn_area_mm2": 0.0470,
  "vias": 26337,
  "std_cell_rows": 144,
  "clk_path_buf_depth": 3,
  "openroad_warning_count": 26,
  "hold_bufs_at_cts": 0,
  "timing.slew.headroom_pct": 10.9,
  "initCoreUtil_pct": 30.3,
  "power.sequential.fraction_pct": 51.7,
  "asyncSetResetFlopFracSynth_pct": 0,
  "maxCapViolations": 0,
  "number_of_enable_type_register_cells_in_the_synthesized_netlist": 1024,
  "fin_tns_setup_ns": 0,
  "lay_top_count": "edfxtp_1",
  "power_leakage_uw": 0.0171,
  "finalHoldViolations": 0,
  "route.detailed.wl_per_inst_um": 31.2,
  "ys_chip_area_mm2": 0.0470,
  "final-setup-viol-count": 0,
  "worstSetupPathType": "input port to primary output",
  "max_ffs_per_register": 1024,
  "cts-buffers-inserted": 103,
  "worst-path-max-fanout": 32,
  "grt_use_total_pct": 19.8,
  "timing.hold.worst.class": "input port to register",
  "routed_via_count_divided_by_cell_count": 5.62,
  "setup_repair_after_global_routing_missed_its_margin": "no"
}
## per-stage QoR
step           power, µW  utilization [%]  instances  hold WS (ns)  setup slack [ns]
2_1_floorplan       5390                -       2400          2.08              4.37
3_3_place_gp        5820             33.1       4503          2.81              1.46
3_5_place_dp        5820             33.1       4504          2.80              1.70
4_1_cts             9420             35.1       4686          2.08              1.72
5_1_grt             9640             35.1       4687          2.13              1.44
6_report            9370             35.1       4689          2.12              1.55
## synth_stat cells, types with 25 or more instances
master,n,share of area (%)
mux2i_1,183,3.9
a21oi_1,46,0.49
a2111oi_0,31,0.58
o22ai_1,55,0.73
inv_1,25,0.20
a22o_1,62,1.2
buf_2,58,0.62
nor2_1,35,0.28
edfxtp_1,1024,65
nand2_1,65,0.52
a211oi_1,47,0.75
mux4_2,425,20
nor3_1,32,0.34
o221ai_1,31,0.58
clkbuf_1,104,0.83
## worst paths after layout
check	to	slack, ns
setup / recovery	d2[7]	1.55
hold / removal	rf[1][2]	2.12
## power groups by stage
stage     Sequential (µW)  Clock, µW  Combinational, µW
5_1_grt              4850       3850                940
6_report             4840       3640                884
4_1_cts              4840       3700                884
## per-layer routing
| layer | wire length (µm) | vias up | GRT usage, % |
|---|---|---|---|
| met3 | 28500 | 266 | 17.7 |
| li1 | - | 10751 | - |
| met1 | 46200 | 13389 | 21.2 |
| met4 | 4020 | 28 | 4.54 |
| met2 | 67000 | 1903 | 29.0 |
| met5 | 605 | - | 2.30 |
## cells by family (layout without fill, tap and decap cells)
logic type      after synthesis  after routing  synth area share, %
other cells                   0              3                    0
mux                         632            632                 24.9
compound gates              331            331                 5.41
flops                      1024           1024                 65.5
simple gates                187            187                 1.94
buf+inv                     226            468                 2.31
## final cells by class
cell class | count | area share [%]
antenna | 3 | 0.0138
timing repair buffer | 261 | 4.24
tap | 2044 | 4.71
clock buffer | 126 | 4.99
sequential | 1024 | 56.6
inverter | 25 | 0.182
clock inverter | 56 | 0.710
multi-input combinational | 1150 | 28.5
Power is estimated from default activity; no workload was simulated.
