<file path="/design/flow/config.mk">
export PLATFORM = sky130hd
export DESIGN_NAME = instructionmem
export DESIGN_NICKNAME = instructionmem
export VERILOG_FILES = /design/flow/design.v
export SDC_FILE = /design/flow/constraint.sdc
export NUM_CORES = 4
export LEC_CHECK = 1
export CORE_UTILIZATION = 40
export SYNTH_MEMORY_MAX_BITS = 65536
</file>
<file path="/design/flow/constraint.sdc">
current_design instructionmem

set clk_period 30.2
set clk_io_pct 0.2

create_clock -name clk0 -period $clk_period [get_ports {clk}]

set non_clock_inputs [all_inputs -no_clocks]
set_input_delay [expr $clk_period * $clk_io_pct] -clock clk0 $non_clock_inputs
set_output_delay [expr $clk_period * $clk_io_pct] -clock clk0 [all_outputs]
</file>
<file path="/design/flow/design.v">
module instructionmem
  #(
    parameter N =32 
  )
  (
    input wire [N-1:0] add ,addwrite,datain,
    input wire wen,clk,
  	output wire [31:0] data
);
  reg [31:0] instmem [200:0];
  assign data = instmem[add];
  always @ (posedge clk)
    begin
      if(wen)
        begin
          instmem[addwrite] <= datain;
        end
    end
endmodule
</file>
<file path="/design/flow/run.sh">
#!/bin/bash
# OpenROAD 26Q1-2900-gdf79404cd8, Yosys 0.63+post, stock flow scripts
make -C /OpenROAD-flow-scripts/flow DESIGN_CONFIG=/design/flow/config.mk WORK_HOME=/design/flow/orfs finish
</file>
==> out/qor.csv <==
stage,metric,value,unit
final_layout,"Area growth, synth to finish",13.8,%
logic_synthesis,Mapped Area,0.247,mm²
route,WL per Instance,32.8,µm
floorplanning,FP Rows,288,
outcome,run status,"complete, no violations",
route,met2 WL,310000,µm
flow_run,tool warnings,79,
setup_path,CP Data Arrival Time,13980,ps
clock_tree,H-Tree Level Count,6,
clock_tree,Sink Count,6432,
setup_path,critical path's most frequent cell,buf_4,
logic_synthesis,sequential cell area fraction in the yosys report,78.2,%
route,vias,118000,
route,vias per cell,5.76,
placed_design,RD Place Congestion,0.880,
floorplanning,FP Core Util,40.1,%
sta,Final setup viols,0,
sta,fmax,49.9,MHz
logic_synthesis,YS warnings,1,
clock_tree,Worst-path clk slew,60,ps
clock_tree,CTS tree,done,
setup_path,CP peak stage delay,880,ps
clock_tree,Root Driver,clkbuf_16,
global_routing,initial antenna violation count,25,
logic_synthesis,cells after synthesis,11200,
setup_path,"CP delay by family, top",buffers and inverters,
placed_design,dpl hpwl,384000,µm
global_routing,GRT Total Usage,23.9,%
route,drt total wl,673000,µm
sta,Worst slew margin,15.6,%
power_and_ir_drop,Power Total,18400,µW
route,M1 wire length,186000,µm
power_and_ir_drop,LEAKAGE,0.0878,µW
hold_path,Hold Path Class,input port to flop,
route,highest metal used,met5,
logic_synthesis,Dominant Register Cell,edfxtp_1,
route,Pre-antenna DRT Iters,7,
placed_design,# port buffers,81,
logic_synthesis,"FFs w/ async S/R, synth",0,%
floorplanning,Die W,788,µm
logic_synthesis,Seq cells post-synth,6432,
route,Antenna Nets Post-Route,0,
final_layout,registers with the most flip-flops,instmem: 6432 flops,
route,First DRT Iteration DRCs,7482,
global_routing,first-pass GRT wire length,947000,µm
setup_path,Worst Path Required,24160,ps
route,met3 wire length,145000,µm
final_layout,max reg flops,6432,
final_layout,final core utilization,45.7,%
floorplanning,die area,0.620,mm²
setup_path,Worst Setup End Kind,output port,
setup_path,crit path cell chain,buf_16 > buf_4 > buf_4 > buf_4 > buf_4 > buf_4 > buf_4 > mux2i_1 > a221oi_2 > nand3_1 > nor3_1 > o31ai_1 > buf_4 > a221oi_2 > clkdlybuf4s50_1,
sta,Fin. Hold Viols,0,
route,drt drc,0,
setup_path,critical path startpoint,add[0],
floorplanning,Die Ht,788,µm
logic_synthesis,yosys stat chip area,0.247,mm²
sta,Max Slew Vio Count,0,
floorplanning,I/O pins,130,
logic_synthesis,Cell Type Count,53,
hold_path,beginning of the worst hold path,datain[0],
power_and_ir_drop,PD cells,65.6,mW/mm²
final_layout,most flop-heavy register,instmem,
clock_tree,clock tree buffer depth,4,
logic_synthesis,Synth Area per Inst,22.1,µm²
final_layout,Sequential Area,0.193,mm²
sta,Tcrit/Tclk final,66.3,%
global_routing,number of global-route vias before repair,132000,
sta,fin worst setup slack,10180,ps
setup_path,startpoint types,input port,
logic_synthesis,number of enable flip-flop cells,6432,
clock_tree,post-CTS setup buffer count,0,
final_layout,layout cells sized above 1,25.7,%
sta,Worst-Margin Slew,1260,ps
setup_path,Crit Path Class,input port to output port,
sta,RSZ-0062 raised after global routing,no,
final_layout,fillers,48800,
setup_path,slowest CP cell,nor3_1,
setup_path,CP max FO,58,
power_and_ir_drop,Max VDD drop,60.1,µV
sta,setup tns final,0,ps
final_layout,Gate Area,0.0514,mm²
floorplanning,Core Region,0.615,mm²
global_routing,pin count of the biggest net entering global routing,126,
clock_tree,TritonCTS Buffers,634,
setup_path,WP buf/inv,9,
placed_design,pre-CTS WS,10340,ps
clock_tree,CTS Hold Buffers Added,0,
sta,Tmin final,20020,ps
global_routing,Overflow after GRT,0,
clock_tree,post_cts resized,0,
flow_run,Max Cap Viol,0,
logic_synthesis,# Cells Yosys,11200,
-- power by group --
part / switching (µW) / internal [µW]
Sequential: 4.10 / 9840
Clock: 3340 / 4300
Combinational: 629 / 309
-- synthesized netlist by cell type, types with 40 or more instances --
| cell type | instances | share of area (%) |
|---|---|---|
| mux2i_1 | 817 | 3.3 |
| a211oi_1 | 78 | 0.24 |
| edfxtp_1 | 6432 | 78 |
| mux2_2 | 77 | 0.35 |
| o211ai_1 | 76 | 0.23 |
| buf_2 | 122 | 0.25 |
| nand2_1 | 229 | 0.35 |
| a221oi_1 | 77 | 0.27 |
| o21ai_0 | 91 | 0.18 |
| a22oi_1 | 270 | 0.82 |
| buf_8 | 50 | 0.30 |
| buf_4 | 76 | 0.23 |
| nor2_1 | 284 | 0.43 |
| o221ai_1 | 137 | 0.49 |
| a2111oi_0 | 52 | 0.18 |
| a21oi_1 | 133 | 0.27 |
| o22ai_1 | 109 | 0.28 |
| nor3_1 | 53 | 0.11 |
| mux4_2 | 1283 | 12 |
| buf_6 | 89 | 0.41 |
| nand3_1 | 75 | 0.15 |
| and2_1 | 40 | 0.10 |
| clkbuf_1 | 277 | 0.42 |
-- stage by stage --
stage / hold slack (ps) / area [µm²] / cells
2_1_floorplan: 6140 / 247000 / 11200
3_3_place_gp: 6430 / 261000 / 19300
3_5_place_dp: 6440 / 261000 / 19300
4_1_cts: 5250 / 281000 / 20500
5_1_grt: 5310 / 281000 / 20500
6_report: 5330 / 281000 / 20500
-- kinds of logic after synthesis --
logic type	count (synthesis)	share of synthesized area (%)
flops	6432	78.2
mux	2177	15.4
compound gates	1100	3.23
simple gates	791	1.44
buf+inv	663	1.73
-- layout make-up --
type / instances / area share, %
Sequential cell: 6432 / 68.8
Multi-Input combinational cell: 4068 / 18.3
Clock buffer: 770 / 5.87
Tap cell: 8120 / 3.62
Timing Repair Buffer: 725 / 2.11
Clock inverter: 373 / 1.33
Antenna cell: 31 / 0.0276
Inverter: 3 / 0.0111
-- placed cells by master, fill, tap and decap left out, drive strengths merged, types with 12 or more instances in the layout --
master,instances
clkinvlp,12
nor3,53
nor2,284
buf,652
clkdlybuf4s50,41
mux4,1283
nand3,75
clkbuf,802
a2111oi,52
mux2,77
bufinv,45
nand2,229
a221oi,81
o221ai,137
o22ai,109
a22oi,270
and2,40
diode,31
inv,19
o21ai,92
o41ai,21
o211ai,76
mux2i,817
nor2b,33
o31ai,13
clkinv,300
a21oi,133
nor4,21
edfxtp,6432
and3,23
a22o,22
a211oi,78
-- path summary, 6_finish.rpt --
path	end	slack, ps	depth (start not counted)
worst max-delay path	data[29]	10180	15
worst min-delay path	instmem[68][0]	5330	1
-- per-layer routing --
metal | up-vias | track usage [%]
met5 | - | 3.72
met4 | 54 | 7.92
met3 | 1295 | 23.3
met2 | 8889 | 34.1
met1 | 59000 | 23.4
li1 | 48900 | -
Power figures rest on the tool's default switching activity, not on a simulated workload.
